===== design/flow/constraint.sdc =====
current_design generateRainInstance

set clk_period 1.0
set clk_io_pct 0.2

create_clock -name clk0 -period $clk_period

set non_clock_inputs [all_inputs -no_clocks]
set_input_delay [expr $clk_period * $clk_io_pct] -clock clk0 $non_clock_inputs
set_output_delay [expr $clk_period * $clk_io_pct] -clock clk0 [all_outputs]

===== design/flow/design.v =====
module paramcounter #(parameter N)
				(input logic clk,
				input logic reset,
				output logic [N-1:0]q);
		always_ff @(posedge clk, posedge reset)
			if (reset) q<= 0;
			else q<=q+1;
endmodule
module paramspi #(parameter N)(input logic clk,
					input logic sck,
					output logic mosi,
					input logic [N-1:0]datain);
logic[N-1:0]p=0; 
logic[25:0]counter;
paramcounter #(26) loadclk(clk,1'b0,counter);
logic load;
assign load = counter[16];
assign mosi = p[N-1];
always_ff @(posedge sck)
		if(load)
			p<=datain;
		else p<= {p[N-2:0],1'b0};
endmodule
module rain (input logic clk,
						input logic sck,
						input logic [4:0]globalbrightness,
						input logic [7:0]blue,
						input logic [7:0]green,
						input logic [7:0]red,
						input logic [1:0]speed,
						output logic mosi);
logic [29:0]slockcount;						
paramcounter #(30) slockmake(clk, 1'b0, slockcount);
logic slock;
assign slock = slockcount[22-speed];
logic [0:11]ledpattern;
logic[14*32-1:0]raininstance;
generateRainInstance eachrain(ledpattern, globalbrightness, blue, green, red, raininstance);											
paramspi #(14*32) testled(clk,sck,mosi,raininstance);
always_ff @(posedge slock)
	begin
		if(ledpattern == 12'b000000000000)
			ledpattern <= 12'b100000000000;
		else 
			ledpattern <= ledpattern >> 1;
	end
endmodule
module generateRainInstance(
						input logic [0:11]ledpattern,
						input logic [4:0]globalbrightness,
						input logic [7:0]blue,
						input logic [7:0]green,
						input logic [7:0]red,
						output logic[0:14*32-1]ledstring);
logic[31:0]startbits;
logic[31:0]endbits;
logic[31:0]ledbits;
logic[31:0]offled;
assign offled = 32'hE0000000;
assign startbits = 32'b0;
assign endbits = 32'hFFFFFFFF;
assign ledbits = {3'b111,globalbrightness,blue,green,red};
assign ledstring[0:31] = startbits;
assign ledstring[32*1:32*2-1] = (ledpattern[0] == 1)? ledbits : offled;
assign ledstring[32*2:32*3-1] = (ledpattern[1] == 1)? ledbits : offled;
assign ledstring[32*3:32*4-1] = (ledpattern[2] == 1)? ledbits : offled;
assign ledstring[32*4:32*5-1] = (ledpattern[3] == 1)? ledbits : offled;
assign ledstring[32*5:32*6-1] = (ledpattern[4] == 1)? ledbits : offled;
assign ledstring[32*6:32*7-1] = (ledpattern[5] == 1)? ledbits : offled;
assign ledstring[32*7:32*8-1] = (ledpattern[6] == 1)? ledbits : offled;
assign ledstring[32*8:32*9-1] = (ledpattern[7] == 1)? ledbits : offled;
assign ledstring[32*9:32*10-1] = (ledpattern[8] == 1)? ledbits : offled;
assign ledstring[32*10:32*11-1] = (ledpattern[9] == 1)? ledbits : offled;
assign ledstring[32*11:32*12-1] = (ledpattern[10] == 1)? ledbits : offled;
assign ledstring[32*12:32*13-1] = (ledpattern[11] == 1)? ledbits : offled;
assign ledstring[32*13:32*14-1] = endbits;
endmodule
module spi_slave_receive_only(input logic pien,
										input logic pisck,  
										input logic pimosi, 
										output logic [15:0] data);  
logic [15:0] q;
always_ff @(posedge pisck)
begin
	q<={q[14:0],pimosi};
end
always_ff @(negedge pien)
	data <= q;
endmodule
module  valueGenOneColor#(parameter numleds)(
						input logic [4:0]globalbrightness,
						input logic [7:0]blue,
						input logic [7:0]green,
						input logic [7:0]red,
						output logic[0:((numleds+2)*32)-1]ledstring);
logic[31:0]startbits;
logic[31:0]endbits;
logic[31:0]ledbits;
assign startbits = 32'b0;
assign endbits = 32'hFFFFFFFF;
assign ledbits = {3'b111,globalbrightness,blue,green,red};
assign ledstring = {startbits, {numleds{ledbits}}, endbits};
endmodule				
module spimoduletest(input logic clk,
							input logic pimosi,
							input logic pisck,
							input logic pien,
							output logic sckout,
							output logic sckout2,
							output logic sckout3,
							output logic mosilarg,
							output logic mosimed,
							output logic mosismal,
							output logic mosirain1,
							output logic mosirain2,
							output logic mosirain3);
logic reset, sck;
assign reset = 1'b0;
parameter sckN = 30;
logic [sckN-1:0]counter;						
paramcounter #(sckN) sckmake(clk, reset, counter);
assign sck = counter[6];
assign sckout = sck;
assign sckout2 = sck;
assign sckout3 = sck;
parameter larglen = 14;
parameter largb = ((larglen+2)*32);
parameter medlen = 6;
parameter medb = ((medlen+2)*32);
parameter smallen = 6;
parameter smalb = ((smallen+2)*32);
parameter rain1len = 10;
parameter rain1b = ((rain1len+2)*32);
parameter rain2len = 12;
parameter rain2b = ((rain2len+2)*32);
parameter rain3len = 12;
parameter rain3b = ((rain3len+2)*32);
logic [15:0] spiout;
spi_slave_receive_only inittest(pien,pisck, pimosi,spiout);
logic [7:0]lred;
logic [7:0]lblue;
logic [7:0]lgreen;
logic [7:0]lred1;
logic [7:0]lblue1;
logic [7:0]lgreen1;
logic [7:0]lred2;
logic [7:0]lblue2;
logic [7:0]lgreen2;
logic [7:0]lred3;
logic [7:0]lblue3;
logic [7:0]lgreen3;
logic [7:0]rred;
logic [7:0]rblue;
logic [7:0]rgreen;
logic [4:0]globalbrightness,rainbrightness,lanternbrightness;
assign globalbrightness = spiout[13:9];
logic [1:0]speed, lightning;
assign speed = spiout[6:5];
assign lightning = spiout[3:2];
logic sunrise,sunset, rainsnow;
assign sunrise = spiout[15];
assign sunset = spiout[14];
assign rainsnow = spiout[4];
always_ff @(posedge sck)
begin
	if(lightning == 2'b01)
		begin
			if((counter[29:26] == 4'b1111)&(counter[23]^counter[24]^counter[22]))
			begin
				lanternbrightness = 5'b00000;
			end
			else
				lanternbrightness = globalbrightness;
		end
	else if (lightning == 2'b10)
		begin
			if((counter[29:27] == 3'b111)&(counter[23]^counter[24]^counter[22]))
			begin
				lanternbrightness = 5'b00000;
			end
			else
				lanternbrightness = globalbrightness;
		end
	else if (lightning == 2'b11)
		begin
			if((counter[29:27] == 3'b111 | counter[29:27] == 3'b011)&(counter[23]^counter[24]^counter[22]))
			begin
				lanternbrightness = 5'b00000;
			end
			else
				lanternbrightness = globalbrightness;
		end
	else lanternbrightness = globalbrightness;
	if(sunrise)
		begin
			 lred1 = 8'hFF;
			 lblue1 = 8'h00;
			 lgreen1 = 8'h32;
			 lred2 = 8'hFF;
			 lblue2 = 8'hAA;
			 lgreen2 = 8'h00;
			 lred3 = 8'hFF;
			 lblue3 = 8'h00;
			 lgreen3 = 8'h52;
		end
	else if(sunset)
		begin
			 lred1 = 8'hFF;
			 lblue1 = 8'hAA;
			 lgreen1 = 8'h00;
			 lred2 = 8'hFF;
			 lblue2 = 8'h00;
			 lgreen2 = 8'h32;
			 lred3 = 8'hFF;
			 lblue3 = 8'h99;
			 lgreen3 = 8'h00;
		end
	else if(!sunrise && !sunset)
		begin
			lred1 = 8'hFF;
			 lblue1 = 8'hFF;
			 lgreen1 = 8'hFF;
			 lred2 = lred1;
			 lblue2 = lblue1;
			 lgreen2 = lgreen1;
			 lred3 = lred1;
			 lblue3 = lblue1;
			 lgreen3 = lgreen1;
		end
	if(!rainsnow)
		begin
			rred = 8'hFF;
			rblue = 8'hFF;
			rgreen = 8'hFF;
		end
	else if(rainsnow)
		begin
			rred = 8'h00;
			rblue = 8'hFF;
			rgreen = 8'h00;
		end
	if(speed==0)
		rainbrightness = 5'b00000;
	else if(speed != 0)
		rainbrightness = globalbrightness;
end
logic [largb-1:0]datainlarg;
valueGenOneColor #(larglen) orangetest(globalbrightness,lblue1,lgreen1,lred1,datainlarg);
logic [medb-1:0]datainmed;
valueGenOneColor #(medlen) bluetest(lanternbrightness,lblue2,lgreen2,lred2,datainmed);
logic [smalb-1:0]datainsmal;
valueGenOneColor #(smallen) pinktest(globalbrightness,lblue3,lgreen3,lred3,datainsmal);
paramspi #(largb) bigstrand(clk,sck,mosilarg,datainlarg);
paramspi #(medb) medstrand(clk,sck,mosimed,datainmed);
paramspi #(smalb) smalstrand(clk,sck,mosismal,datainsmal);
rain createrain(clk,sck, rainbrightness,rblue,rgreen,rred,speed,mosirain1);
rain rain2constructor(clk,sck, rainbrightness,rblue,rgreen,rred,speed,mosirain2);
rain rain3constructor(clk,sck, rainbrightness,rblue,rgreen,rred,speed,mosirain3);
endmodule

===== design/flow/run.sh =====
#!/bin/bash
# OpenROAD 26Q1-2900-gdf79404cd8, Yosys 0.63+post, stock flow scripts
make -C /OpenROAD-flow-scripts/flow DESIGN_CONFIG=/design/flow/config.mk WORK_HOME=/design/flow/orfs finish

===== design/flow/config.mk =====
export PLATFORM = sky130hd
export DESIGN_NAME = generateRainInstance
export DESIGN_NICKNAME = generateRainInstance
export VERILOG_FILES = /design/flow/design.v
export SDC_FILE = /design/flow/constraint.sdc
export NUM_CORES = 4
export LEC_CHECK = 1
export CORE_AREA = 10 10 194 194
export DIE_AREA = 0 0 204 204

==> flow_metrics.tcl <==
# flow metrics
set metrics [dict create \
    power.switching_mw 1.88 \
    final-setup-viol-count 244 \
    syn_avg_cell_area_um2 7.03 \
    hpwl_um 20400 \
    drv_slew 0 \
    dr_total_vias 5872 \
    whs_ps 710 \
    warnings 34 \
    yosys_warnings 0 \
    post-route-min-period_ps 1150 \
    synth.distinct_cells 9 \
    final-hold-violation-count 0 \
    status "complete, but fails checks" \
    crit_required_ps 800 \
    dieArea_um2 41600 \
    initCoreUtil_pct 10.8 \
    regArea_um2 0 \
    overflow 0 \
    fin_ws_ps -148 \
    p_leak_nw 6.32 \
    grt_pass1_vias 6347 \
    crit_slowest_cell "and2_4" \
    post-place-cells 1351 \
    io_pins 489 \
    critical_path_class "primary input to primary output" \
    dr.pass1.iters 4 \
    end_kind "primary output" \
    rows 67 \
    critPathArrivalTime_ps 950 \
    timing.fmax_mhz 871 \
    drt-initial-drc-count 211 \
    avgRoutedWirePerCell_um 26.6 \
    ys_cells 515 \
    violations "setup timing" \
    synth_cells 515 \
    track_usage_pct 18.1 \
    maxCapViolCount 0 \
    drc_errors 0 \
    synthToLayoutAreaGrowth_pct 240 \
    viasPerCell 3.76 \
    clock_buffers 0 \
    final_cells 1561 \
    grt_start_max_net_pins 9 \
    ff_count 0 \
    ys_chip_area_um2 3620 \
    gp_congestion 0.765 \
    port_buffers 389 \
    netlist_area_um2 3620 \
    cp-start-kind "primary input" \
    drive_above_1_share_pct 85.0 \
    worstHoldPathType "primary input to primary output" \
    critPathMaxFanout 5 \
    ant_nets 0 \
    crit_buf_inv 5 \
    die_h_um 204 \
    rsz0062_at_grt "true" \
    chipWidth_um 204 \
    ys_seq_share_pct 0 \
    power.internal_mw 3.75 \
    p_per_area_nw_per_um2 457 \
    crit_path_cell_trace "buf_16 -> buf_12 -> buf_16 -> buf_6 -> and2_4 -> buf_6" \
    finalWirelength_um 41500 \
    ir_drop_mv 0.302 \
    critPathTopFamily "buffers and inverters" \
    swShare_pct 33.4 \
    core_um2 33400 \
    period_used_pct 115 \
    grt_pass1_wl_um 52900 \
    antenna_found_initial 2 \
    cp_slowest_stage_delay_ps 140 \
]
[Yosys cell counts, drive strengths merged]
library cell	n	share of area [%]
clkbuf	3	0.38
and2	348	65
conb	2	0.21
buf	162	34
[power groups by stage]
stage         clock network [mW]  registers, mW  logic, mW
CTS                            0              0       5.08
global route                   0              0       5.89
[layout make-up]
class                      instances  area [µm²]
antenna                            1        2.50
fill                            3021       21100
tap                              448         561
multi-input combinational        448        3300
timing repair buffer             664        8470
[per-layer routing]
| metal | global-route usage (%) | part of all wire, % | up-vias |
|---|---|---|---|
| li1 | - | - | 2533 |
| met1 | 22.7 | 41 | 2862 |
| met3 | 5.13 | 9.4 | 51 |
| met2 | 29.8 | 47 | 426 |
| met5 | 0 | 0 | - |
| met4 | 4.89 | 2.9 | 0 |
[placed cells by master (no fill, tap or decap), drive strengths merged]
cell type	Yosys	routed
diode	0	1
buf	162	626
clkdlybuf4s15	0	18
conb	2	100
and2	348	348
clkbuf	3	20
[cells by family after synthesis]
kind of cell  count (synthesis)  synth area share, %
buf+inv                     165                 34.4
other cells                   2                0.207
simple gates                348                 65.4
[timing repair]
action	CTS	global route
pin swaps	237	11
setup buffers	165	0
gates cloned	57	0
resized	1822	276
endpoints found under the setup margin	348	304
hold buffers	0	0
[stage by stage]
step | setup slack (ps) | area (µm²) | setup TNS, ps | util (%) | power [mW]
5_1_grt | -162 | 12300 | -9830 | 36.9 | 5.89
3_3_place_gp | -818 | 8140 | -256450 | 24.3 | 3.13
6_report | -148 | 12300 | -7070 | 36.9 | 5.63
2_1_floorplan | 239 | 3990 | 0 | - | 1.08
4_1_cts | -154 | 11500 | -7350 | 34.3 | 5.08
3_5_place_dp | -821 | 8140 | -257320 | 24.3 | 3.12
[final timing paths]
check                    startpoint              to  slack, ps  cells past startpoint
worst max-delay path  ledpattern[5]  ledstring[198]       -150                      6
worst min-delay path       green[4]  ledstring[339]        710                      3
Power figures rest on the tool's default switching activity, not on a simulated workload.
